<file path="flow/config.mk">
export PLATFORM = sky130hd
export DESIGN_NAME = mmd5
export DESIGN_NICKNAME = mmd5
export VERILOG_FILES = /design/flow/design.v
export SDC_FILE = /design/flow/constraint.sdc
export NUM_CORES = 4
export LEC_CHECK = 1
export CORE_UTILIZATION = 40
</file>
<file path="flow/constraint.sdc">
current_design mmd5

set clk_period 24.1
set clk_io_pct 0.2

create_clock -name clk0 -period $clk_period [get_ports {clk}]

set non_clock_inputs [all_inputs -no_clocks]
set_input_delay [expr $clk_period * $clk_io_pct] -clock clk0 $non_clock_inputs
set_output_delay [expr $clk_period * $clk_io_pct] -clock clk0 [all_outputs]
</file>
<file path="flow/design.v">
`timescale 1ns / 1ps
module mmd5(
  input clk,
  input reset,
  input [63:0]guess,
  input [6:0]itr,
  input [4:0] r,
  input [31:0] k,
  output cracked
);
reg [0:127] passwd_hash = 128'hE8CD0953ABDFDE433DFEC7FAA70DF7F6;
reg [0:127] md5_guess = 0;
assign cracked = (md5_guess==passwd_hash);
reg [31:0]a; 
reg [31:0]b; 
reg [31:0]c; 
reg [31:0]d; 
reg [6:0] nextitr;
reg [31:0]f;
reg [31:0]g;
wire [31:0]w[1:0];
assign w[0]={
  guess[39:32],
  guess[47:40],
  guess[55:48],
  guess[63:56]
};
assign w[1]={
  guess[7:0],
  guess[15:8],
  guess[23:16],
  guess[31:24]
};
function [31:0]leftrotate;
  input [31:0]x;
  input [4:0] c;
  begin
    leftrotate=((x) << (c)) | ((x) >> (32 - (c)));
  end
endfunction
integer j;
always @(posedge clk ) begin
  if(~reset)begin
  md5_guess<=0;
  nextitr <= 1;
  a<=32'h67452301;
  b<=32'hefcdab89;
  c<=32'h98badcfe;
  d<=32'h10325476;
  end
  else if(itr==nextitr)begin
    if(itr<=67)nextitr<=itr+1;
    else nextitr<=0;
    if(itr==0)begin
      a<=32'h67452301;
      b<=32'hefcdab89;
      c<=32'h98badcfe;
      d<=32'h10325476;
    end
    else if(itr>0 && itr<65)begin
      if(itr<=16)begin
        f = (b & c) | ((~b) & d);
        g = itr-1;
      end
      else if(itr<=32)begin
        f = (d & b) | ((~d) & c);
        g = (5*(itr-1)+1 ) & 32'd15;
      end
      else if(itr<=48)begin
        f = b ^ c ^ d;
        g = (3*(itr-1) +5) & 32'd15;
      end
      else if(itr<=64)begin
        f = c ^ (b | (~d));
        g = (7*(itr-1)) & 32'd15;
      end
      d <= c;
      c <= b;
      b <= b + leftrotate((a + f + k + ((g<=1)? w[g]:((g==2)? 128 : ((g==14)? 32'd64:0)))), r); 
      a <= d;
    end 
    if( itr == 65 )begin
      a<= 32'h67452301 + a;
      b<= 32'hefcdab89 + b;
      c<= 32'h98badcfe + c;
      d<= 32'h10325476 + d;
    end 
    if( itr == 66 )begin
      for( j = 0 ; j < 4 ; j = j+1 )begin
        md5_guess[8*(j+0)+:8]<=a[8*j+:8];
        md5_guess[8*(j+4)+:8]<=b[8*j+:8];
        md5_guess[8*(j+8)+:8]<=c[8*j+:8];
        md5_guess[8*(j+12)+:8]<=d[8*j+:8];
      end
    end 
  end
end
endmodule
</file>
<file path="flow/run.sh">
#!/bin/bash
# OpenROAD 26Q1-2900-gdf79404cd8, Yosys 0.63+post, stock flow scripts
make -C /OpenROAD-flow-scripts/flow DESIGN_CONFIG=/design/flow/config.mk WORK_HOME=/design/flow/orfs finish
</file>
==> writeup.txt <==
The flow ran to the end, and the final reports show no timing, DRC or antenna violations. The reg-to-reg startpoint is c[1]$_SDFFE_PN1P_. The global routing met3 resource utilization came out at 0.0617.

Entering global routing, the biggest net connects 129 pins. Endpoint type of the worst setup path: a flip-flop. The run gives 60.1 MHz as the achievable clock frequency.

The routed design ends up with an antenna cell count of 0. The ratio of cells with drive above 1 in the final layout was 0.0641. The number of vias after detailed routing came out at 27,300. In the final layout, flip-flops and latches occupy 0.00719 mm². The tools report the required time of the critical path as 24,500 ps. Per STA, the endpoint of the critical path is b[30]$_SDFFE_PN1P_.

The starting utilization of the core area is 0.404, and the number of cells upsized or downsized after cts is 0. The setup slack on the worst flop-to-flop path is 13,950 ps, and the number of rows created at floorplan is 95. Clock tree synthesis selected as its root buffer the cell sky130_fd_sc_hd__clkbuf_16. The tools report the area of the multi-input gates as 0.0184 mm².

The synthesized netlist handed to floorplanning was reported with a cell count of 3,681. The global routing's busiest layer was met2. TritonCTS built the clock tree. The timing report gives the biggest stage delay along the critical path as 930 ps. The cell area after layout is 0.0299 mm². The via count of the first global-routing pass is 25,500.

The flip-flop and latch count after synthesis came out at 327. With the worst path arrival time at 17,050 ps, the buffers inserted during post-CTS setup optimization is 0. After clock tree synthesis, the flow added hold-fix buffers numbering 0. The launch point of the critical path was reported as itr[0].

The tools report the global-route wire length before repair as 155,000 µm. The via density per instance is 6.11. After the first detailed-routing iteration, the DRC count stood at 2,640.

With the detailed-route wire length at 100,000 µm, the minimum clock period is 16,650 ps. According to the Yosys statistics, the synthesized design has a chip area of 0.0271 mm². The run gives 0.409 as the worst slew slack as a fraction of its limit.

The tools report the kind of start point of the critical path as an input pin. The worst setup path is of the input pin to flip-flop kind. Counting distinct cell types in the post-synthesis netlist gives 99.

After synthesis, the most frequently instantiated cells are sky130_fd_sc_hd__nand2_1, sky130_fd_sc_hd__a21oi_1, sky130_fd_sc_hd__nor2_1, sky130_fd_sc_hd__clkbuf_1, sky130_fd_sc_hd__dfxtp_1. The run gives 262 µm for the vertical die dimension. The met1 track demand over resource is 0.422. The run gives 0 for the setup-violating endpoint count in the final report. The layout has 6,793 filler cells. Detailed placement ended at an HPWL of 72,600 µm. The run gives 22.4 µm for the post-detailed-route wirelength per cell.

For the part of the Yosys area used for sequential elements, the log shows 0.265. With the number of warnings the tools reported at 33, the area fraction in compound gates is 0.302. Setup repair after global routing left no endpoint under its margin. The maximum number of buffers from clock root to sink was 3; the peak ir drop on the vdd network was 0.0397 mV.

The most frequently used library cell after synthesis is sky130_fd_sc_hd__nand2_1. The total overflow left after global routing is 0. The xor/xnor share of the synthesized area is 0.0335, and the max-cap violation count is 0. The end-of-flow core utilization was 0.446; the transition time at the pin with the least slew margin was 880 ps. The tools report the hold slack as 448 ps. The placeable core region is 0.0670 mm².

In the hold timing report, the worst path depth is 2. The mux cell area share after synthesis was 0.0517; the power density over the cells was 72.4 mW/mm². The count of nets left with antenna violations after detail routing is 0, and the count of flip-flops with a built-in enable after synthesis is 64. Clock-pin slew was measured on the worst setup and hold paths at 60 ps.

The run gives 10.9 nW for the leakage power total. For reference, the top cells by area after synthesis are sky130_fd_sc_hd__dfxtp_1, sky130_fd_sc_hd__a21oi_1, sky130_fd_sc_hd__nand2_1, sky130_fd_sc_hd__edfxtp_1, sky130_fd_sc_hd__fa_1. The period utilization is 0.691. Met2 routing resource usage after global routing: 0.449. Classification of the worst-slack hold path: flip-flop to flip-flop.

The async set-or-reset flop fraction in the synthesized netlist is 0. At the end of routability-driven placement, the weighted congestion stood at 1.05. The post-placement cell area is 0.0286 mm². The fraction of synthesized cell area taken by the top area cell type works out to 0.194.

In this run the worst path has a maximum fanout of 29. The chip occupies 0.0687 mm². The run gives 0.205 for the post-synthesis simple-gate area fraction. Initial antenna violation count: 2. The clock latency on the worst-skew pair is 550 ps. Setup slack on the worst path after placement came out at 7120 ps. Among the non-sequential cells, AND-OR/OR-AND gates take the most area. For this run, the detailed router's first-pass iteration total came to 6. The cell depth of the worst flop-to-flop path works out to 37.

Setup total negative slack on the finished layout was measured at 0 ps. In the post-route analysis, the smallest setup slack over all paths is 7450 ps. In the final report, the number of hold violations comes to 0.

Looking at the clock tree report, the H-tree level count equals 2. The post-synthesis average cell area works out to 7.36 µm². The DRC violation count after routing is 0, and the total of warnings raised by yosys is 1. Measured along the x axis, the die boundary spans 262 µm. For the total clock buffers created by CTS, the log shows 37. The clock drives 327 sinks.

During placement, the flow inserted port buffers numbering 110. The arithmetic-cell share of the synthesized area counting full adders, half adders and majority gates was 0.0831. STA lists the endpoint of the worst register-to-register path as b[30]$_SDFFE_PN1P_.

The overall global routing resource usage was 0.296. 111 I/O pins were placed. Cell count in the Yosys report: 3,681. The cell type of the slowest stage on the worst timing path was sky130_fd_sc_hd__clkdlybuf4s50_1. The flow measured a signed area growth from synthesis to layout of 10.3%. Between clock sinks in the finished design, the worst skew comes to 20.9 ps.

The dominant cell type by area after synthesis is sky130_fd_sc_hd__dfxtp_1. The top flip-flop cell by instance count after synthesis was sky130_fd_sc_hd__dfxtp_1. The synthesized area came out at 0.0271 mm². For the count of pins over their slew limit, the log shows 0.
[worst min path at each step]
stage                                      start                    endpoint
after CTS             md5_guess[85]$_SDFFE_PN0P_  md5_guess[85]$_SDFFE_PN0P_
after global routing  md5_guess[85]$_SDFFE_PN0P_  md5_guess[85]$_SDFFE_PN0P_
final                 md5_guess[85]$_SDFFE_PN0P_  md5_guess[85]$_SDFFE_PN0P_
[layout by cell type (no fill, tap or decap), types with 34 or more instances in the layout]
cell type and count:
sky130_fd_sc_hd__nand2_1 602, sky130_fd_sc_hd__clkdlybuf4s50_1 108, sky130_fd_sc_hd__clkbuf_16 39, sky130_fd_sc_hd__buf_4 66
sky130_fd_sc_hd__xnor2_1 67, sky130_fd_sc_hd__a21o_1 64, sky130_fd_sc_hd__o22ai_1 82, sky130_fd_sc_hd__nor2_1 319
sky130_fd_sc_hd__a21oi_1 516, sky130_fd_sc_hd__dfxtp_1 263, sky130_fd_sc_hd__a211oi_1 44, sky130_fd_sc_hd__mux2i_1 68
sky130_fd_sc_hd__fa_1 63, sky130_fd_sc_hd__a22oi_1 34, sky130_fd_sc_hd__inv_1 78, sky130_fd_sc_hd__nand3_1 83
sky130_fd_sc_hd__edfxtp_1 64, sky130_fd_sc_hd__o21ai_0 230, sky130_fd_sc_hd__nor3_1 74, sky130_fd_sc_hd__ha_1 79
sky130_fd_sc_hd__o211ai_1 54
[worst max-delay path, delay by kind of cell]
family                     cells  cell delay [ps]
adders and majority gates      8             2700
xor gates and xnor gates       5             1360
muxes                          3              450
AOI/OAI and AO/OA             20             5010
buffers and inverters          5             1680
and+or+nand+nor                5             1000
[per-stage QoR]
| step | std cells | total power, mW |
|---|---|---|
| after floorplan | 3681 | 1.28 |
| after global placement | 4393 | 1.57 |
| after detailed placement | 4393 | 1.56 |
| after CTS | 4460 | 2.16 |
| after global routing | 4460 | 2.28 |
| final | 4460 | 2.16 |
[routing by layer]
metal	vias up	wire length, µm
met4	4	4840
met2	1032	45100
met3	207	7610
li1	13100	-
met1	12900	42400
met5	-	27
[flip-flops by register name, summed over array words and instances, names as in the netlist]
name / flops
md5_guess: 128
a: 32
c: 32
f: 32
d: 32
g: 32
b: 32
nextitr: 7
[cell families after synthesis]
family,count (synthesis)
buffers and inverters,422
and+or+nand+nor,1263
xor gates and xnor gates,102
AOI/OAI and AO/OA,1312
DFF,327
adders and majority gates,142
muxes,113
[report_power, final]
part           total, mW  internal, mW  leakage (nW)  switching [mW]
logic               1.01         0.400          7.56           0.610
clock network      0.592         0.344         0.608           0.248
registers          0.562         0.559          2.70         0.00313
[final cells by class]
cell class | count | share of cell area
clock buffer | 52 | 0.0356
clock inverter | 15 | 0.00611
inverter | 84 | 0.0107
multi-input combinational | 2932 | 0.617
sequential | 327 | 0.241
tap | 873 | 0.0366
timing repair buffer | 177 | 0.0538
Power is estimated from default activity; no workload was simulated.
