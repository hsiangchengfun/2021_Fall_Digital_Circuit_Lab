===== flow/run.sh =====
#!/bin/bash
# OpenROAD 26Q1-2900-gdf79404cd8, Yosys 0.63+post, stock flow scripts
make -C /OpenROAD-flow-scripts/flow DESIGN_CONFIG=/design/flow/config.mk WORK_HOME=/design/flow/orfs finish

===== flow/config.mk =====
export PLATFORM = sky130hd
export DESIGN_NAME = mmult
export DESIGN_NICKNAME = mmult
export VERILOG_FILES = /design/flow/design.v
export SDC_FILE = /design/flow/constraint.sdc
export NUM_CORES = 4
export LEC_CHECK = 1
export CORE_UTILIZATION = 30

===== flow/constraint.sdc =====
current_design mmult

set clk_period 17.8
set clk_io_pct 0.2

create_clock -name clk0 -period $clk_period [get_ports {clk}]

set non_clock_inputs [all_inputs -no_clocks]
set_input_delay [expr $clk_period * $clk_io_pct] -clock clk0 $non_clock_inputs
set_output_delay [expr $clk_period * $clk_io_pct] -clock clk0 [all_outputs]

===== flow/design.v =====
`timescale 1ns / 1ps
module mmult(
  input  clk, 
  input  reset_n, 
  input  enable, 
  input  [0:9*8-1] A_mat, 
  input  [0:9*8-1] B_mat, 
  output valid, 
  output reg [0:9*17-1] C_mat
   ); 
    wire [0:71] A_mat;
    wire [0:71] B_mat;
    reg [0:7] a;
    reg [0:7] b;
    reg [0:7] c;
    reg [0:71] temp;
    integer i,j,k;
    reg [0:1] count = 2'b00;
    assign valid = ( count == 3 );
    always@ (posedge clk)begin
        if(!reset_n)begin
            count = 0;
            temp = B_mat;
            a = temp[0:7];
            b = temp[24:31];
            c = temp[48:55];
            C_mat = 0;
        end
        if(enable) begin
            count <= count + 1;
            if(count < 3 ) begin
                C_mat[34:50] = A_mat[0:7]*a + A_mat[8:15]*b + A_mat[16:23]*c;
                C_mat[85:101] = A_mat[24:31]*a + A_mat[32:39]*b + A_mat[40:47]*c;
                C_mat[136:152] = A_mat[48:55]*a + A_mat[56:63]*b + A_mat[64:71]*c;
            end
            if(count < 2 ) begin
                temp = temp << 8;
                C_mat = C_mat << 17;
            end
            a = temp[0:7];
            b = temp[24:31];
            c = temp[48:55];
            if(count == 3)begin
                temp = B_mat;
                a = temp[0:7];
                b = temp[24:31];
                c = temp[48:55];
            end
        end
    end
endmodule

==> run summary <==
Here are the numbers from the latest Yosys + OpenROAD run.

The flow ran to the end, and the final reports show no timing, DRC or antenna violations. The number of buffers added for setup after CTS is 0. The type recorded for the worst min-delay path is register to register.

The netlist area before placement came out at 31,780 um^2. OpenROAD emitted warnings numbering 34. The async set-or-reset flop fraction in the synthesized netlist came out at 0%. The data arrival time of the worst path came out at 11.79 ns. After synthesis, the cell types taking the most area are sky130_fd_sc_hd__fa_1, sky130_fd_sc_hd__dfxtp_1, sky130_fd_sc_hd__ha_1. The number of cells in the design after placement is 5,262. The CTS clock-pin slew for the worst setup and hold paths is 0.06 ns. The total negative setup slack came out at 0 ns. The post-route clock period utilization is 63.64%. According to the timing report, the critical path is launched from reset_n.

Max-slew check failures listed in the final report amount to 0. The slowest library cell on the worst path is sky130_fd_sc_hd__nand2_1. The cell count after synthesis came out at 3,696. The top fanout value on the critical path is 63. Setup repair after global routing left no endpoint under its margin. Among the stages of the critical path, the cell type that occurs most often is sky130_fd_sc_hd__fa_1. The CTS sink count is 251. The mean area per synthesized cell came out at 8.597 um^2. The number of global-route vias before repair came out at 26,460. The worst clock skew is 0.01903 ns. The overall via count from detail_route came out at 25,530. The number of synthesized register bits came out at 251.

According to the report, the first pass of detailed routing completed in 5 iterations. The largest net degree at the start of global routing came out at 148. Looking at the clock tree report, the H-tree level count equals 1. The synthesis-to-layout area growth came out at 16.88%. The critical path goes through buf_6, buf_4, buf_4, nand2_1, nand2_1, nand2_1, fa_1, fa_1, inv_1, fa_1, fa_1, fa_1, fa_1, inv_1, fa_1, inv_1, ha_1, a21oi_1, nand2_1, o21ai_0, o21ai_0, xnor2_1, o21ai_0, a221o_1. The die is 327.5 um tall.

The worst hold path stage count is 2. The netlist uses 60 different library cells. The routed design shows a wire length per standard cell of 19.70 um. The cell resize tally after clock tree synthesis is 0. The slew at the pin closest to its max-slew limit came out at 1.058 ns. In this run the standard cell core region covers 105,100 um^2. The final instance count without filler cells is 5,308.

The total routing usage reported by global routing is 20.67%. The post-placement cell area came out at 36,310 um^2. Detailed placement finished with a half-perimeter wire length of 83,230 um. The number of cells reported by Yosys stat comes to 3,696. TritonCTS built the clock tree. The floorplan utilization came out at 30.23%. The remaining design rule violation count came out at 0. The area of the synthesized netlist per yosys stat came out at 31,780 um^2. The via-per-instance ratio is 4.809.

The reported max-cap violation count is 0.

The number of nets still failing antenna checks after routing came out at 0. The first global-routing pass estimated 161,300 um of wire. For this run, the number of Yosys warnings is 1. The final weighted congestion recorded by global placement is 0.9340. The worst hold margin is 0.4534 ns. The first routing iteration left 1,434 violations. The most used flip-flop cell after synthesis is sky130_fd_sc_hd__dfxtp_1. For reference, the final report shows the hold violation count at 0. Checking max transition, the worst relative margin is 29.31%. Clock tree synthesis selected as its root buffer the cell sky130_fd_sc_hd__clkbuf_16. In the setup report, the worst path falls into the class input port to register. The total setup violations reported at the end of the flow is 0. The total wirelength of the detailed-routed design is 104,600 um. The area of all placed cells without fillers came out at 37,140 um^2.

According to the I/O placement log, the pin count is 301. In this run the critical register-to-register path is launched from b[1]. The highest achievable clock rate came out at 88.28 MHz.

The maximum buffer depth of the clock tree came out at 3. The number of buffers created by CTS came out at 26. The insertion delay to the later sink of the worst-skew pair is 0.57 ns. At the worst endpoint, the required time is 18.26 ns. Counting cells, the worst reg-to-reg path comes to 21.

The post-synthesis sequential area ratio is 15.81%. The largest area contributor in the netlist is sky130_fd_sc_hd__fa_1. The time the worst path needs with I/O delays and setup is 11.33 ns. Per the layout report, the design carries 10,800 filler cells. The hold buffer count at CTS came out at 0. The number of buffers inserted by port buffering is 300. The layout cell share with drive strength beyond 1 came out at 3.168%.

The worst setup path is captured at a register. The share of Yosys cell area claimed by the top area cell type came out at 30.24%. In this run, synthesis inferred 0 flip-flops with an integrated enable. Among all stages on the critical path, the maximum delay recorded is 0.79 ns.

The chip width came out at 327.5 um. The number of cell rows is 119. The initial antenna violation count came out at 5. The aggregate global routing overflow is 0. The worst setup path is launched from an input port. The launch point of the worst min-delay path is recorded as C_mat[1].

The floorplan die area is 107,200 um^2.
## layout by cell type, fill, tap and decap left out, types with 15 or more instances in the layout
cell type / count
sky130_fd_sc_hd__a22oi_1: 34
sky130_fd_sc_hd__clkdlybuf4s50_1: 298
sky130_fd_sc_hd__a22o_1: 18
sky130_fd_sc_hd__nand2_1: 450
sky130_fd_sc_hd__a211oi_1: 78
sky130_fd_sc_hd__ha_1: 291
sky130_fd_sc_hd__mux2_2: 15
sky130_fd_sc_hd__mux2i_1: 62
sky130_fd_sc_hd__a21oi_1: 239
sky130_fd_sc_hd__o21ai_0: 110
sky130_fd_sc_hd__o21a_1: 21
sky130_fd_sc_hd__dfxtp_1: 250
sky130_fd_sc_hd__nor2_1: 122
sky130_fd_sc_hd__fa_1: 480
sky130_fd_sc_hd__o22ai_1: 15
sky130_fd_sc_hd__a211o_1: 26
sky130_fd_sc_hd__buf_4: 47
sky130_fd_sc_hd__nor2b_1: 168
sky130_fd_sc_hd__xnor2_1: 27
sky130_fd_sc_hd__and2_1: 219
sky130_fd_sc_hd__inv_1: 717
sky130_fd_sc_hd__a21o_1: 15
sky130_fd_sc_hd__clkbuf_16: 27
sky130_fd_sc_hd__nand3_1: 16
sky130_fd_sc_hd__and3_1: 19
## state kept, by name (all words and copies together) (netlist names)
register	cells
C_mat	153
c	8
temp	72
a	8
count	2
b	8
## stage by stage
| stage | utilization (%) | worst slack (ns) |
|---|---|---|
| after global placement | 34.55 | 5.975 |
| after floorplan | - | 7.517 |
| after detailed placement | 34.55 | 5.894 |
| final | 35.33 | 6.473 |
| after global routing | 35.33 | 5.943 |
| after CTS | 35.33 | 6.457 |
## area by class of cell
| class | instances | area [um^2] | share of cell area, % |
|---|---|---|---|
| Antenna cell | 3 | 7.507 | 0.02021 |
| Clock buffer | 37 | 773.2 | 2.082 |
| Clock inverter | 6 | 45.04 | 0.1213 |
| Inverter | 719 | 2704 | 7.280 |
| Multi-Input combinational cell | 2554 | 23480 | 63.21 |
| Sequential cell | 251 | 5029 | 13.54 |
| Tap cell | 1391 | 1740 | 4.686 |
| Timing Repair Buffer | 347 | 3367 | 9.065 |
## Yosys cell counts, types with 3 or more instances
cell type	number
sky130_fd_sc_hd__nor2b_1	168
sky130_fd_sc_hd__buf_2	16
sky130_fd_sc_hd__o211ai_1	7
sky130_fd_sc_hd__dfxtp_1	251
sky130_fd_sc_hd__and3_1	19
sky130_fd_sc_hd__clkbuf_1	139
sky130_fd_sc_hd__o21ai_0	110
sky130_fd_sc_hd__a221o_1	4
sky130_fd_sc_hd__a31oi_1	14
sky130_fd_sc_hd__fa_1	480
sky130_fd_sc_hd__o221ai_1	3
sky130_fd_sc_hd__o211a_1	4
sky130_fd_sc_hd__xnor2_1	27
sky130_fd_sc_hd__nor3b_1	5
sky130_fd_sc_hd__nand2_1	451
sky130_fd_sc_hd__nand2b_1	13
sky130_fd_sc_hd__nor2_1	125
sky130_fd_sc_hd__a22o_1	18
sky130_fd_sc_hd__mux2_2	15
sky130_fd_sc_hd__nor3_1	10
sky130_fd_sc_hd__o22ai_1	15
sky130_fd_sc_hd__a21oi_1	239
sky130_fd_sc_hd__a22oi_1	34
sky130_fd_sc_hd__o31a_1	3
sky130_fd_sc_hd__xor2_1	11
sky130_fd_sc_hd__a221oi_1	6
sky130_fd_sc_hd__a21o_1	15
sky130_fd_sc_hd__ha_1	292
sky130_fd_sc_hd__and2_1	219
sky130_fd_sc_hd__a32oi_1	3
sky130_fd_sc_hd__o31ai_1	5
sky130_fd_sc_hd__mux2i_1	69
sky130_fd_sc_hd__or3_1	3
sky130_fd_sc_hd__a211oi_1	78
sky130_fd_sc_hd__buf_1	17
sky130_fd_sc_hd__nand3_1	16
sky130_fd_sc_hd__a211o_1	26
sky130_fd_sc_hd__inv_1	719
sky130_fd_sc_hd__o21a_1	21
## worst max-delay path: cells and delay by family
kind                     cells  cell delay [ns]
XOR/XNOR                     1             0.30
AND/OR/NAND/NOR              4             1.17
AND-OR/OR-AND                5             1.10
buffers and inverters        6             1.76
adder cells (fa/ha/maj)      8             3.76
## cell families after synthesis
kind of cell | share of synthesized area (%)
compound gates | 12.31
xor+xnor | 1.047
buf+inv | 10.59
flops | 15.81
simple gates | 15.80
fa+ha+maj | 41.74
mux | 2.705
## layer usage
metal	up-vias	part of all wire [%]	routed length [um]	GRT usage, %
li1	12040	-	-	-
met4	2	3.9	4029	6.573
met5	-	0.012	13	0
met2	728	51	52840	35.13
met1	12580	38	40020	25.64
met3	168	7.3	7655	5.727
## path summary, 6_finish.rpt
| check | endpoint | slack [ns] |
|---|---|---|
| max | C_mat[37] | 6.47 |
| min | C_mat[1] | 0.45 |
| max reg2reg | C_mat[37] | 10.93 |
| min reg2reg | C_mat[1] | 0.45 |
