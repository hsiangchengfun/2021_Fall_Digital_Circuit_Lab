<file path="flow/design.v">
module LCD_module(
  input clk,
  input reset,
  input [127:0] row_A,
  input [127:0] row_B,
  output LCD_E,
  output LCD_RS,      
  output LCD_RW,      
  output [3:0] LCD_D  
  );
reg lcd_initialized = 0;
reg [25:0] init_count;
reg [3:0] init_d, icode;
reg init_e, init_rs, init_rw;
reg [24:0] text_count;
reg [3:0] text_d, tcode;
reg text_e, text_rs, text_rw;
assign LCD_E  = (lcd_initialized)? text_e  : init_e;
assign LCD_RS = (lcd_initialized)? text_rs : init_rs;
assign LCD_RW = (lcd_initialized)? text_rw : init_rw;
assign LCD_D  = (lcd_initialized)? text_d  : init_d;
always @(posedge clk) begin
  if (reset) begin
    lcd_initialized <= 0;
    init_count <= 0;
    init_d  <= 4'h0;
    init_e  <= 0;
    init_rs <= 0;
    init_rw <= 1;
  end
  else if (!lcd_initialized) begin
    init_count <= init_count + 1;
    init_e  <= init_count[21];
    init_rs <= 0;
    init_rw <= 0;
    init_d  <= icode;
    case (init_count[25:22])
     0: icode <= 4'h3;  
     1: icode <= 4'h3;  
     2: icode <= 4'h3;  
     3: icode <= 4'h2;  
     4: icode <= 4'h2;  
     5: icode <= 4'h8;  
     6: icode <= 4'h0;  
     7: icode <= 4'h6;  
     8: icode <= 4'h0;  
     9: icode <= 4'hC;  
    10: icode <= 4'h0;  
    11: icode <= 4'h1;  
    default: lcd_initialized <= 1;
    endcase
  end
end
always @(posedge clk) begin
  if (reset) begin
    text_count <= 0;
    text_d  <= 4'h0;
    text_e  <= 0;
    text_rs <= 0;
    text_rw <= 0;
  end
  else if (lcd_initialized) begin
    text_count <= (text_count[24:18] < 68)? text_count + 1 : 0;
    text_e  <= text_count[17];
    text_rs <= 1;
    text_rw <= 0;
    text_d <= tcode;
    case (text_count[24:18])
     0: { text_rs, text_rw, tcode } <= 6'b001000;
     1: { text_rs, text_rw, tcode } <= 6'b000000;
     2: tcode <= row_A[127:124];
     3: tcode <= row_A[123:120];
     4: tcode <= row_A[119:116];
     5: tcode <= row_A[115:112];
     6: tcode <= row_A[111:108];
     7: tcode <= row_A[107:104];
     8: tcode <= row_A[103:100];
     9: tcode <= row_A[99 :96 ];
    10: tcode <= row_A[95 :92 ];
    11: tcode <= row_A[91 :88 ];
    12: tcode <= row_A[87 :84 ];
    13: tcode <= row_A[83 :80 ];
    14: tcode <= row_A[79 :76 ];
    15: tcode <= row_A[75 :72 ];
    16: tcode <= row_A[71 :68 ];
    17: tcode <= row_A[67 :64 ];
    18: tcode <= row_A[63 :60 ];
    19: tcode <= row_A[59 :56 ];
    20: tcode <= row_A[55 :52 ];
    21: tcode <= row_A[51 :48 ];
    22: tcode <= row_A[47 :44 ];
    23: tcode <= row_A[43 :40 ];
    24: tcode <= row_A[39 :36 ];
    25: tcode <= row_A[35 :32 ];
    26: tcode <= row_A[31 :28 ];
    27: tcode <= row_A[27 :24 ];
    28: tcode <= row_A[23 :20 ];
    29: tcode <= row_A[19 :16 ];
    30: tcode <= row_A[15 :12 ];
    31: tcode <= row_A[11 :8  ];
    32: tcode <= row_A[7  :4  ];
    33: tcode <= row_A[3  :0  ];
    34: { text_rs, text_rw, tcode } <= 6'b001100;
    35: { text_rs, text_rw, tcode } <= 6'b000000;
    36: tcode <= row_B[127:124];
    37: tcode <= row_B[123:120];
    38: tcode <= row_B[119:116];
    39: tcode <= row_B[115:112];
    40: tcode <= row_B[111:108];
    41: tcode <= row_B[107:104];
    42: tcode <= row_B[103:100];
    43: tcode <= row_B[99 :96 ];
    44: tcode <= row_B[95 :92 ];
    45: tcode <= row_B[91 :88 ];
    46: tcode <= row_B[87 :84 ];
    47: tcode <= row_B[83 :80 ];
    48: tcode <= row_B[79 :76 ];
    49: tcode <= row_B[75 :72 ];
    50: tcode <= row_B[71 :68 ];
    51: tcode <= row_B[67 :64 ];
    52: tcode <= row_B[63 :60 ];
    53: tcode <= row_B[59 :56 ];
    54: tcode <= row_B[55 :52 ];
    55: tcode <= row_B[51 :48 ];
    56: tcode <= row_B[47 :44 ];
    57: tcode <= row_B[43 :40 ];
    58: tcode <= row_B[39 :36 ];
    59: tcode <= row_B[35 :32 ];
    60: tcode <= row_B[31 :28 ];
    61: tcode <= row_B[27 :24 ];
    62: tcode <= row_B[23 :20 ];
    63: tcode <= row_B[19 :16 ];
    64: tcode <= row_B[15 :12 ];
    65: tcode <= row_B[11 :8  ];
    66: tcode <= row_B[7  :4  ];
    67: tcode <= row_B[3  :0  ];
    default: { text_rs, text_rw, tcode } <= 6'h10;  
    endcase
  end
end
endmodule
`timescale 1ns / 1ps
module lab5(
  input clk,
  input reset_n,
  input [3:0] usr_btn,
  output [3:0] usr_led,
  output LCD_RS,
  output LCD_RW,
  output LCD_E,
  output [3:0] LCD_D
);
assign usr_led = 4'b0000;
wire btn_level, btn_pressed;
reg prev_btn_level;
reg [127:0] row_A = "Press BTN3 to   ";  
reg [127:0] row_B = "show a message..";  
reg [399:0] fibonacci;
reg [15:0] num[24:0];
reg [5:0] count=0;
reg sign;
function [7:0] ashex;
    input [3:0] num;
    begin
        if(num <= 9 &&  num>=0)begin
            ashex = num+48;
        end
        else begin
            ashex = num-10+65;
        end
    end
endfunction
LCD_module lcd0(
  .clk(clk),
  .reset(~reset_n),
  .row_A(row_A),
  .row_B(row_B),
  .LCD_E(LCD_E),
  .LCD_RS(LCD_RS),
  .LCD_RW(LCD_RW),
  .LCD_D(LCD_D)
);
debounce btn_db0(
  .clk(clk),
  .btn_input(usr_btn[3]),
  .btn_output(btn_level)
);
always @(posedge clk) begin
  if (~reset_n)
    prev_btn_level <= 1;
  else
    prev_btn_level <= btn_level;
end
assign btn_pressed = (btn_level == 1 && prev_btn_level == 0);
integer j;
reg [7:0]countA=0,countB=1;
reg flag = 0; 
reg bool = 0; 
reg bpsed = 0;
reg switch = 0;
reg [29:0] bounce;
always @(posedge clk) begin
  if (~bpsed || ~reset_n) begin
    row_A = "Press BTN3 to   ";
    row_B = "show a message..";
    flag = 0;
    bool = 0;
    bpsed = 0;
    switch = 0;
    countA = 25;
    countB = 1;
    fibonacci[15:0]=0;
    fibonacci[31:16]=1;
    bounce = 0;
    for(j = 2 ; j < 25 ; j = j + 1)begin
        fibonacci[16*(j+1)-1 -:16] = fibonacci[16*(j)-1 -:16] + fibonacci[16*(j-1)-1 -:16];
    end
  end 
  if(btn_pressed) begin
    bpsed = 1;
    if(~bool) begin
        flag <= 0;
        bool <= 1;
        switch = 1;
    end
    else begin
        flag <= ~flag;
        switch = 0;
    end
  end
  if (bpsed && ~flag) begin
    bounce <= bounce + 1;
    if(~switch) begin
            countA <= countA - 1;
            countB <= countB - 1;
            switch <= 1;
    end
    if(bounce >= 70000000) begin    
        row_A <= {"Fibo #", 
        ashex(countA[7:4]), 
        ashex(countA[3:0]),
        " is ",
        ashex(fibonacci[16*(countA) - 1 -:4]),
        ashex(fibonacci[16*(countA)-1-4 -:4]),
        ashex(fibonacci[16*(countA)-1-8 -:4]),
        ashex(fibonacci[16*(countA)-1-12 -:4])};
        row_B <= {"Fibo #", 
        ashex(countB[7:4]), 
        ashex(countB[3:0]),
        " is ",
        ashex(fibonacci[16*(countB)-1 -:4]),
        ashex(fibonacci[16*(countB)-1-4 -:4]),
        ashex(fibonacci[16*(countB)-1-8 -:4]),
        ashex(fibonacci[16*(countB)-1-12 -:4])};
        if(countA == 25)begin
            countA <= 1;
        end
        else begin
            countA <= countA + 1;
        end
        bounce <= 0;
        if(countB == 25)begin
            countB <= 1;
        end
        else begin
            countB <= countB + 1;
        end
    end
  end
  else if(bpsed && flag) begin
    bounce <= bounce + 1;
    if(~switch) begin
            countA <= countA + 1;
            countB <= countB + 1;
            switch <= 1;
    end
    if(bounce >= 70000000) begin
        row_A <= {"Fibo #", 
        ashex(countA[7:4]), 
        ashex(countA[3:0]),
        " is ",
        ashex(fibonacci[16*(countA) - 1 -:4]),
        ashex(fibonacci[16*(countA)-1-4 -:4]),
        ashex(fibonacci[16*(countA)-1-8 -:4]),
        ashex(fibonacci[16*(countA)-1-12 -:4])};
        row_B <= {"Fibo #", 
        ashex(countB[7:4]), 
        ashex(countB[3:0]),
        " is ",
        ashex(fibonacci[16*(countB)-1 -:4]),
        ashex(fibonacci[16*(countB)-1-4 -:4]),
        ashex(fibonacci[16*(countB)-1-8 -:4]),
        ashex(fibonacci[16*(countB)-1-12 -:4])};
        if(countA == 1)begin
            countA <= 25;
        end
        else begin
            countA <= countA - 1;
        end
        bounce <= 0;
        if(countB == 1)begin
            countB <= 25;
        end
        else begin
            countB <= countB - 1;
        end
    end
  end
end
endmodule
module debounce(
    input clk,
    input btn_input,
    output btn_output
    );
    reg [29:0] shift = 30'b0;
    assign btn_output = shift[29];
    always @ ( posedge clk ) begin
            shift <= shift << 1; shift[0] <= btn_input;
    end
endmodule
</file>
<file path="flow/run.sh">
#!/bin/bash
# OpenROAD 26Q1-2900-gdf79404cd8, Yosys 0.63+post, stock flow scripts
make -C /OpenROAD-flow-scripts/flow DESIGN_CONFIG=/design/flow/config.mk WORK_HOME=/design/flow/orfs finish
</file>
<file path="flow/config.mk">
export PLATFORM = sky130hd
export DESIGN_NAME = lab5
export DESIGN_NICKNAME = lab5
export VERILOG_FILES = /design/flow/design.v
export SDC_FILE = /design/flow/constraint.sdc
export NUM_CORES = 4
export LEC_CHECK = 1
export CORE_UTILIZATION = 50
</file>
<file path="flow/constraint.sdc">
current_design lab5

set clk_period 18.4
set clk_io_pct 0.2

create_clock -name clk0 -period $clk_period [get_ports {clk}]

set non_clock_inputs [all_inputs -no_clocks]
set_input_delay [expr $clk_period * $clk_io_pct] -clock clk0 $non_clock_inputs
set_output_delay [expr $clk_period * $clk_io_pct] -clock clk0 [all_outputs]
</file>
==> impl_metrics.yaml <==
# generated from flow reports
run_status:
  status: "complete, no violations"
route:
  drtAntennaViolNets: 0
  antennaDiodeCount: 0
  routedWlPerCell_microns: 22.3
  drcViolationCount: 0
  drt-pass1-iter-count: 6
  drt-total-wl_microns: 105000
  viasPerCell: 6.09
  drt_iter0_markers: 2305
  dr_total_vias: 28800
final_timing:
  rsz0062_at_grt: "false"
  fin_crit_ns: 9.30
  hold_ws_ns: 0.327
  fmax_mhz: 108
  finalSetupTns_ns: 0
  clock_skew_ns: 0.0195
  hold_viol: 0
  layout_worst_path_cycle_share_pct: 50.5
  finalWorstSetupSlack_ns: 9.10
  drv_slew: 0
  setup_viol: 0
  worst_pin_slew_ns: 1.04
  slew_headroom_pct: 30.2
yosys:
  ys_chip_area_sq_um: 37600
  yosysSeqAreaShare_pct: 43.3
  top_cell_area_share_pct: 42.7
  synth.cell_area_sq_um: 37600
  ys_top_cells_by_area: "dfxtp_1 (43%), mux4_2 (8.8%), and3_1 (6.7%)"
  avgSynthCellArea_sq_um: 9.82
  top_area_cell: "dfxtp_1"
  ys_cells: 3832
  ys_ff: 810
  synth_cell_types: 112
  edf_count: 8
  yosys_warnings: 3
  ff_type: "dfxtp_1"
  synth-async-reset-ratio_pct: 0
  netlist_instances: 3832
floorplanning:
  num_rows: 100
  chipArea_sq_um: 76300
  io_pins: 17
  coreArea_sq_um: 74400
  die_height_microns: 276
  fp_util_pct: 50.5
  die_width_microns: 276
cts:
  cts_hold_buffers: 0
  clock-sinks: 810
  root_buffer: "clkbuf_16"
  clock.latency.late_pin_ns: 0.64
  cts.path.max_buffers: 3
  htree_num_levels: 3
  postCtsSetupBuffers: 0
  cts-resized-gates: 0
  numCtsBuffers: 87
  clk_pin_slew_worst_paths_ns: 0.06
  cts_tree: "yes"
placement:
  pre_cts_ws_ns: 8.49
  gp_congestion: 0.928
  numPortBuffers: 9
  hpwl_microns: 66100
flow_run:
  warnings: 70
  max_cap_violations: 0
global_route:
  antenna_found_initial: 1
  grt_max_degree: 176
  grt_pass1_wl_microns: 165000
  grt_pass1_vias: 28200
  grt_util_all_layers_pct: 28.8
  grt.overflow.total: 0
setup_path:
  cp.arrival_ns: 9.86
  worst_setup_path_start_kind: "input port"
  critPathKind: "input port to flip-flop"
  critPathMaxStageDelay_ns: 0.78
  cp_cell_sequence: "clkbuf_8 > and2_4 > nand2_1 > ha_4 > buf_4 > buf_4 > mux4_2 > and3_1 > o21ai_0 > nand3_1 > o211a_1 > ha_1 > or2_2 > a211oi_2 > mux2_2 > a21oi_1"
  required_ns: 18.97
  worstSetupEndpointType: "flip-flop"
  crit_path_frequent_cell: "buf_4"
  critPathSlowestCell: "ha_4"
  cp_max_fo: 112
layout:
  area_delta_synth_final_pct: 9.10
  drive_above_1_share_pct: 13.0
power_and_ir_drop:
  p_per_area_nw_per_um2: 92.9
  p_leak_nw: 16.3
  p_total_mw: 3.81
  peakVddDrop_v: 0.0000702
hold_path:
  holdCritPathClass: "flip-flop to flip-flop"
registers in the layout, summed over array words and instances (netlist names), 4 cells and up:
register         cells
row_B              128
fibonacci          400
lcd0.init_count     26
lcd0.tcode           4
bounce              30
lcd0.icode           4
countB               8
btn_db0.shift       30
lcd0.text_d          4
countA               8
lcd0.init_d          4
row_A              128
lcd0.text_count     25
worst paths after layout:
kind | startpoint | endpoint | slack [ns] | depth (start not counted)
max | reset_n | row_A[17]$_DFF_P_ | 9.10 | 16
min | btn_db0.shift[7]$_DFF_P_ | btn_db0.shift[8]$_DFF_P_ | 0.33 | 0
max reg2reg | bpsed$_DFF_P_ | row_B[5]$_DFF_P_ | 11.66 | 15
min reg2reg | btn_db0.shift[7]$_DFF_P_ | btn_db0.shift[8]$_DFF_P_ | 0.33 | 0
critical path, delay by kind of cell:
kind	cells	cell delay, ns
and+or+nand+nor	5	1.80
buffers and inverters	3	1.55
adders and majority gates	2	1.01
AOI/OAI and AO/OA	4	0.94
muxes	2	0.74
power breakdown:
group | leakage (nW) | switching [mW] | internal [mW] | total, mW
Combinational | 8.33 | 0.162 | 0.0850 | 0.247
Clock | 1.42 | 0.728 | 1.04 | 1.76
Sequential | 6.56 | 0.0242 | 1.78 | 1.80
layer usage:
metal	share of wire (%)	routed length (microns)	GRT usage (%)
met3	8.8	9260	9.54
met5	0	0	0
met4	3.5	3690	8.58
met2	43	45300	40.8
met1	45	47200	43.6
cell families (layout without fill, tap and decap cells):
group | Yosys count | after routing | share of synthesized area [%]
fa+ha+maj | 58 | 58 | 1.93
other cells | 1 | 7 | 0.00997
mux | 308 | 308 | 13.3
simple gates | 1449 | 1449 | 20.5
compound gates | 702 | 702 | 13.1
buf+inv | 372 | 293 | 4.46
xor+xnor | 132 | 132 | 3.42
flops | 810 | 810 | 43.3
cell usage after synthesis, types with 47 or more instances:
library cell / number
dfxtp_1: 802
and3_1: 405
nand2_1: 265
nor2_1: 253
clkbuf_1: 203
a21oi_1: 147
mux4_2: 147
o21ai_0: 132
nand2b_1: 121
nand3_1: 113
mux2i_1: 107
xnor2_1: 67
buf_2: 59
ha_1: 58
or3_1: 57
nor3_1: 56
xor2_1: 54
mux2_2: 47
placed cells by master (no fill, tap or decap), types with 56 or more instances in the layout:
master     instances
a21oi_1          147
ha_1              56
dfxtp_1          799
mux4_2           147
nor2_1           252
or3_1             57
buf_4             80
xnor2_1           67
nand3_1          113
mux2i_1          107
clkbuf_16         89
nand2_1          264
nand2b_1         121
o21ai_0          132
and3_1           405
metrics by stage:
step / instance area, sq um / utilization, % / std cells
5_1_grt: 41000 / 55.1 / 4728
2_1_floorplan: 37600 / - / 3838
3_3_place_gp: 38200 / 51.3 / 4570
4_1_cts: 41000 / 55.1 / 4728
6_report: 41000 / 55.1 / 4728
3_5_place_dp: 38200 / 51.3 / 4570
area by class of cell:
class | instances | area (sq um)
fillers | 6141 | 33400
multi-input cells | 2656 | 19700
flip-flops and latches | 810 | 16300
clock buffers | 133 | 2560
well taps | 969 | 1210
repair buffers | 91 | 734
clock inverters | 25 | 317
inverters | 44 | 175
Power and IR drop assume default switching activity.
